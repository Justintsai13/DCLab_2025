--- flow/config.mk ---
export PLATFORM = sky130hd
export DESIGN_NAME = Effect_EQ
export DESIGN_NICKNAME = Effect_EQ
export VERILOG_FILES = /design/flow/design.v
export SDC_FILE = /design/flow/constraint.sdc
export NUM_CORES = 4
export LEC_CHECK = 1
export CORE_UTILIZATION = 30
--- flow/constraint.sdc ---
current_design Effect_EQ

set clk_period 36.3
set clk_io_pct 0.2

create_clock -name clk0 -period $clk_period [get_ports {i_clk}]

set non_clock_inputs [all_inputs -no_clocks]
set_input_delay [expr $clk_period * $clk_io_pct] -clock clk0 $non_clock_inputs
set_output_delay [expr $clk_period * $clk_io_pct] -clock clk0 [all_outputs]
--- flow/design.v ---
module Effect_EQ (
    input  logic       i_clk,
    input  logic       i_rst_n,
    input  logic       i_valid,
    input  logic       i_enable,
    input  logic [2:0] i_level_treble,
    input  logic [2:0] i_level_bass,
    input  logic signed [15:0] i_data,
    output logic signed [15:0] o_data,
    output logic       o_valid
);
    logic signed [31:0] bass_a0, bass_a1, bass_a2, bass_b1, bass_b2;
    logic signed [31:0] treb_a0, treb_a1, treb_a2, treb_b1, treb_b2;
    always_comb begin
        case (i_level_bass)
            3'd0: begin bass_a0 = 32'd259330623; bass_a1 = -32'd500665367; bass_a2 = 32'd241938545; bass_b1 = -32'd499765381; bass_b2 = 32'd233733699; end
            3'd1: begin bass_a0 = 32'd262189954; bass_a1 = -32'd506185610; bass_a2 = 32'd244606114; bass_b1 = -32'd505630587; bass_b2 = 32'd238915635; end
            3'd2: begin bass_a0 = 32'd264621522; bass_a1 = -32'd510880011; bass_a2 = 32'd246874608; bass_b1 = -32'd510573411; bass_b2 = 32'd243367275; end
            3'd3: begin bass_a0 = 32'd266685703; bass_a1 = -32'd514865133; bass_a2 = 32'd248800355; bass_b1 = -32'd514737055; bass_b2 = 32'd247178680; end
            3'd4: begin bass_a0 = 32'd268435456; bass_a1 = -32'd518243217; bass_a2 = 32'd250432760; bass_b1 = -32'd518243217; bass_b2 = 32'd250432760; end
            3'd5: begin bass_a0 = 32'd270196689; bass_a1 = -32'd518114299; bass_a2 = 32'd248800445; bass_b1 = -32'd518243217; bass_b2 = 32'd250432760; end
            3'd6: begin bass_a0 = 32'd272304360; bass_a1 = -32'd517932197; bass_a2 = 32'd246874876; bass_b1 = -32'd518243217; bass_b2 = 32'd250432760; end
            3'd7: begin bass_a0 = 32'd274829729; bass_a1 = -32'd517674972; bass_a2 = 32'd244606731; bass_b1 = -32'd518243217; bass_b2 = 32'd250432760; end
        endcase
        case (i_level_treble)
            3'd0: begin treb_a0 = 32'd80067259;  treb_a1 = -32'd105919965; treb_a2 = 32'd40034125;  treb_b1 = -32'd442812889; treb_b2 = 32'd188558853; end
            3'd1: begin treb_a0 = 32'd109432643; treb_a1 = -32'd144767059; treb_a2 = 32'd54716999;  treb_b1 = -32'd425631487; treb_b2 = 32'd176578614; end
            3'd2: begin treb_a0 = 32'd148675449; treb_a1 = -32'd196680872; treb_a2 = 32'd74338645;  treb_b1 = -32'd405534163; treb_b2 = 32'd163431930; end
            3'd3: begin treb_a0 = 32'd200585074; treb_a1 = -32'd265351459; treb_a2 = 32'd100293779; treb_b1 = -32'd382147090; treb_b2 = 32'd149239028; end
            3'd4: begin treb_a0 = 32'd268435456; treb_a1 = -32'd355109871; treb_a2 = 32'd134219390; treb_b1 = -32'd355109871; treb_b2 = 32'd134219390; end
            3'd5: begin treb_a0 = 32'd359237069; treb_a1 = -32'd511413069; treb_a2 = 32'd199720975; treb_b1 = -32'd355109871; treb_b2 = 32'd134219390; end
            3'd6: begin treb_a0 = 32'd484663706; treb_a1 = -32'd732197204; treb_a2 = 32'd295078474; treb_b1 = -32'd355109871; treb_b2 = 32'd134219390; end
            3'd7: begin treb_a0 = 32'd658465265; treb_a1 = -32'd1044063085; treb_a2 = 32'd433142795; treb_b1 = -32'd355109871; treb_b2 = 32'd134219390; end
        endcase
    end
    logic signed [15:0] w_bass_out_data;
    logic w_bass_out_valid;
    logic signed [15:0] w_treb_out_data;
    logic w_treb_out_valid;
    Biquad_Filter u_bass (
        .i_clk(i_clk),
        .i_rst_n(i_rst_n),
        .i_valid(i_valid),
        .i_data(i_data),
        .i_a0(bass_a0), .i_a1(bass_a1), .i_a2(bass_a2),
        .i_b1(bass_b1), .i_b2(bass_b2),
        .o_data(w_bass_out_data),
        .o_valid(w_bass_out_valid)
    );
    Biquad_Filter u_treble (
        .i_clk(i_clk),
        .i_rst_n(i_rst_n),
        .i_valid(w_bass_out_valid),
        .i_data(w_bass_out_data),
        .i_a0(treb_a0), .i_a1(treb_a1), .i_a2(treb_a2),
        .i_b1(treb_b1), .i_b2(treb_b2),
        .o_data(w_treb_out_data),
        .o_valid(w_treb_out_valid)
    );
    always_comb begin
        if (i_enable) begin
            o_data  = w_treb_out_data;
            o_valid = w_treb_out_valid;
        end else begin
            o_data  = i_data;
            o_valid = i_valid;
        end
    end
endmodule
module Biquad_Filter (
    input  logic i_clk,
    input  logic i_rst_n,
    input  logic i_valid,
    input  logic signed [15:0] i_data,
    input  logic signed [31:0] i_a0,
    input  logic signed [31:0] i_a1,
    input  logic signed [31:0] i_a2,
    input  logic signed [31:0] i_b1,
    input  logic signed [31:0] i_b2,
    output logic signed [15:0] o_data,
    output logic o_valid
);
    logic signed [15:0] x_d1, x_d2;
    logic signed [15:0] y_d1, y_d2;
    logic signed [47:0] mul_a0, mul_a1, mul_a2;
    logic signed [47:0] mul_b1, mul_b2;
    logic signed [63:0] acc;
    logic signed [15:0] next_out;
    always_comb begin
        mul_a0 = i_data * i_a0;
        mul_a1 = x_d1   * i_a1;
        mul_a2 = x_d2   * i_a2;
        mul_b1 = y_d1   * i_b1;
        mul_b2 = y_d2   * i_b2;
        acc = (mul_a0 + mul_a1 + mul_a2) - (mul_b1 + mul_b2);
        if ((acc >>> 28) > 32767)       next_out = 32767;
        else if ((acc >>> 28) < -32768) next_out = -32768;
        else                            next_out = acc[43:28];
    end
    always_ff @(posedge i_clk or negedge i_rst_n) begin
        if (!i_rst_n) begin
            x_d1 <= 0;
            x_d2 <= 0;
            y_d1 <= 0;
            y_d2 <= 0;
            o_data <= 0;
            o_valid <= 0;
        end else begin
            o_valid <= i_valid;
            if (i_valid) begin
                x_d2 <= x_d1;
                x_d1 <= i_data;
                y_d2 <= y_d1;
                y_d1 <= next_out;  
                o_data <= next_out;
            end
        end
    end
endmodule
--- flow/run.sh ---
#!/bin/bash
# OpenROAD 26Q1-2900-gdf79404cd8, Yosys 0.63+post, stock flow scripts
make -C /OpenROAD-flow-scripts/flow DESIGN_CONFIG=/design/flow/config.mk WORK_HOME=/design/flow/orfs finish
==> notes.md <==
run metrics: hold_sp u_bass.x_d1[4], GP Congestion 1.04, CTS max path bufs 3, worst-path maximum fanout 28, drt total wl 607 mm, Worst path slowest cell ha_1, Synth area leaders fa_1 (58%), inv_1 (12%), ha_1 (9.8%), Mapped Cells 17200, hold endpoint u_bass.x_d2[4], Die Span X 734 um, Yosys top cell by area fa_1, Least-Margin Pin Slew 1230 ps, Die ar. between 0.5 and 0.6 mm2, synthesized area per cell 9.35 um2, RR Endpoint u_treble.y_d1[7], max-slew violations 0, Post-Syn Area 0.161 mm2, startpoint type of the worst setup path input pin, kind of end point of the critical path register, chip area in the Yosys report 0.161 mm2, Dominant cell area share between 50 and 60%, hold crit path type register to register, Worst-path clk slew 60 ps, final setup vio count 0, pin count of the biggest net entering global routing 54, CTS Buf Count 25, hold_buf cts 0, Hold Vio Cnt, Final 0, Synth top cells by count inv_1 (5353), fa_1 (4679), nand2_1 (2184), Die Ht 734 um, MaxCap Viol Count 0, drc violations 0, DR iter-0 viols between 5000 and 6000, share of flip-flops with an asynchronous set or reset 100%, antenna violations before repair 26, FMAX 37.9 MHz, row count 268, dpl hpwl approximately 520 mm, Seq share, synth 2.02%, Tcrit/Tclk final 72.6%, number of global-route vias before repair about 130k, core area 0.533 mm2, Worst Reg-to-Reg Cells 54, Worst slew margin 18.1%, first-pass GRT wire length 896 mm, post_cts resized 0, postcts setup bufs 0, yosys cell count 17200, Post-synth EDFFs 0, WL/cell 25.1 um, fp_density 30.2%, top-count cell post-synth inv_1, reg2reg start u_treble.x_d1[4], Setup CP Type input pin to register, Synthesis Warnings 2, Root Driver clkbuf_16, distinct lib cells 96, CTS tree yes, CTS Sinks 130, Top cell by count, worst path fa_1, Main synth FF type dfrtp_1, clock latency (worst-skew pair) 610 ps, Synth flops 130, router iterations before antenna repair 6, vias per cell 4.66, final worst setup slack approximately 9900 ps, unrepaired setup endpoints after global routing no, Tmin final 26360 ps, status finished, final reports clean, PortBufs 42, Setup TNS Final 0 ps, aggregate global routing overflow 0, Worst R2R Setup Slack 18500 ps, fraction of layout cells with a size suffix above 1 4.24%, synth-to-layout area growth 6.90%, final antenna-violating net count 0, WHS just under 500 ps, Worst Skew 29.8 ps, final core area utilization 32.2%, GRT Util Overall 24.6%, Hold Path Stages 2, slowest stage delay, CP just under 800 ps, DR vias 113000, tool warnings 64, dpl ws between 9000 and 10000 ps, H-Tree Depth 4, WP data arrival around 27000 ps, CP Data Required Time 36780 ps, Top Ports roughly 43
-- layout by cell type (no fill, tap or decap), types with 111 or more instances in the layout --
cell type and count:
nor2b_1 145, dfrtp_1 111, and3_1 114, inv_1 5352
nor2_1 596, and2_1 509, a21oi_1 214, nand2b_1 135
o21ai_0 144, buf_4 465, nand3_1 173, nand2_1 2178
ha_1 1260, fa_1 4679
-- metrics by stage --
step | cells | area (um2)
floorplan | 17200 | 161000
global placement | 24200 | 171000
detailed placement | 24200 | 171000
CTS | 24200 | 172000
global route | 24200 | 172000
finish | 24200 | 172000
-- sequential cells by signal, indices dropped and copies added (netlist names) --
register,cells
u_treble.o_valid,1
u_treble.x_d1,16
u_bass.o_valid,1
u_bass.y_d2,16
u_treble.x_d2,16
u_treble.y_d2,16
u_bass.x_d1,16
u_bass.x_d2,16
u_bass.o_data,16
u_treble.y_d1,16
-- worst max-delay path: cells and delay by family --
kind	cells	cell delay, ps
xor+xnor	1	390
simple gates	9	2640
buf+inv	14	1970
fa+ha+maj	20	10040
compound gates	16	4440
-- logic make-up (layout without fill, tap and decap cells) --
| family | count (synthesis) | after routing | share of synthesized area (%) |
|---|---|---|---|
| simple gates | 4099 | 4099 | 11.5 |
| buf+inv | 6098 | 5911 | 14.2 |
| fa+ha+maj | 5944 | 5944 | 68.1 |
| mux | 79 | 79 | 0.551 |
| other cells | 2 | 27 | 0.00467 |
| xor+xnor | 164 | 164 | 0.902 |
| compound gates | 696 | 696 | 2.75 |
| flops | 130 | 130 | 2.02 |
-- routing by layer --
metal | global-route usage (%) | wire length, um
met2 | 34.5 | 258000
met4 | 12.3 | 41900
met5 | 1.14 | 969
met1 | 29.4 | 212000
met3 | 16.0 | 94700
-- worst max-delay path by stage --
stage	endpoint	start	slack, ps
after CTS	u_bass.o_data[1]	i_level_bass[1]	10100
after global routing	u_bass.o_data[3]	i_level_bass[1]	9060
final	u_bass.o_data[1]	i_level_bass[1]	9940
-- area by class of cell --
cell class	count	area, um2
inverter	5372	20200
sequential	130	3280
multi-input combinational	11000	135000
clock inverter	1	7.51
antenna	21	52.6
tap	7155	8950
fill	55100	362000
clock buffer	32	702
timing repair buffer	506	3920
