<file path="./design.v">
module AudDSP (
    input                i_rst_n,
    input                i_clk,
    input                i_start,
    input                i_pause,
    input                i_resume,
    input                i_stop,
    input         [3:0]  i_speed,   
    input                i_fast,
    input                i_slow_0,
    input                i_slow_1,
    input                i_daclrck,
    input  signed [15:0] i_sram_data,
    output signed [15:0] o_dac_data,
    output        [19:0] o_sram_addr,
	output               o_finish
);
    typedef enum logic [1:0] {
        MODE_FAST    = 2'b00,
        MODE_SLOW_0  = 2'b01,
        MODE_SLOW_1  = 2'b10
    } mode_t;
    typedef enum logic [2:0] { 
        S_IDLE     = 3'b000,
        S_PREFETCH = 3'b001,
        S_SYNC     = 3'b110,
        S_REQUEST  = 3'b010,
        S_CAPTURE  = 3'b011,
        S_CAPNEXT  = 3'b101,
        S_WAIT     = 3'b100
    } STATE;
    mode_t mode_r, mode_w;
    logic [3:0]  speed_r, speed_w;
    logic [3:0]  interp_cnt_r, interp_cnt_w;
    logic [19:0] addr_r, addr_w;
    logic [19:0] sram_addr_r, sram_addr_w;
	 logic        o_finish_r, o_finish_w;
	 assign o_finish = o_finish_r;
    logic signed [15:0] curr_sample_r, curr_sample_w;
    logic signed [15:0] next_sample_r, next_sample_w;
    logic signed [15:0] output_r, output_w;
    STATE        fetch_state_r, fetch_state_w;
    logic        daclrck_prev_r;
    logic        playing_r, playing_w;
    wire daclrck_posedge = i_daclrck && !daclrck_prev_r;
    wire daclrck_negedge = !i_daclrck && daclrck_prev_r;
    logic signed [15:0] diff, diff_neg, step;
    assign diff = next_sample_r - curr_sample_r;
    assign diff_neg = ~diff + 16'd1;
    always_comb begin
        case (speed_r)
            4'd2: step = diff[15] ? (16'd1 + ~(diff_neg >> 1)) : (diff >> 1);
            4'd3: step = diff[15] ? (16'd1 + ~((diff_neg >> 2) + (diff_neg >> 4) + (diff_neg >> 6))) 
                                  : ((diff >> 2) + (diff >> 4) + (diff >> 6));
            4'd4: step = diff[15] ? (16'd1 + ~(diff_neg >> 2)) : (diff >> 2);
            4'd5: step = diff[15] ? (16'd1 + ~((diff_neg >> 3) + (diff_neg >> 4) + (diff_neg >> 6))) 
                                  : ((diff >> 3) + (diff >> 4) + (diff >> 6));
            4'd6: step = diff[15] ? (16'd1 + ~((diff_neg >> 3) + (diff_neg >> 5) + (diff_neg >> 7))) 
                                  : ((diff >> 3) + (diff >> 5) + (diff >> 7));
            4'd7: step = diff[15] ? (16'd1 + ~((diff_neg >> 3) + (diff_neg >> 6) + (diff_neg >> 9))) 
                                  : ((diff >> 3) + (diff >> 6) + (diff >> 9));
            4'd8: step = diff[15] ? (16'd1 + ~(diff_neg >> 3)) : (diff >> 3);
            default: step = 16'd0;
        endcase
    end
    wire signed [15:0] interpolated = curr_sample_r + step * interp_cnt_r;
    always_comb begin
        speed_w = speed_r;
        mode_w = mode_r;
        if (fetch_state_r == S_IDLE) begin   
            if (i_start) begin
                speed_w = (i_speed == 0 || i_speed > 8) ? 1 : i_speed;
                if (i_fast) begin
                    mode_w = MODE_FAST;
                end
                else if (i_slow_0) begin
                    mode_w = MODE_SLOW_0;
                end
                else begin
                    mode_w = MODE_SLOW_1;
                end
            end
        end
    end
    always_comb begin
        addr_w = addr_r;
        sram_addr_w = sram_addr_r;
        curr_sample_w = curr_sample_r;
        next_sample_w = next_sample_r;
        output_w = output_r;
        interp_cnt_w = interp_cnt_r;
        fetch_state_w = fetch_state_r;
        playing_w = playing_r;
		  o_finish_w = o_finish_r;
        case (fetch_state_r)
            S_IDLE: begin   
                if (i_start && !playing_r) begin
                    addr_w = 20'd0;
                    sram_addr_w = 20'd0;   
                    interp_cnt_w = 4'd0;
                    playing_w = 1'b1;
						  o_finish_w = 1'b0;
                    fetch_state_w = S_PREFETCH;   
                end
                else if (i_resume && !playing_r) begin
                    playing_w = 1'b1;
                    fetch_state_w = S_PREFETCH;
                end
            end
            S_PREFETCH: begin   
                if (playing_r) begin
                    case (mode_r)
                        MODE_FAST: begin
                            curr_sample_w = i_sram_data;
                            output_w = i_sram_data;
                        end
                        MODE_SLOW_0: begin
                            curr_sample_w = i_sram_data;
                            output_w = i_sram_data;
                        end
                        MODE_SLOW_1: begin
                            curr_sample_w = i_sram_data;
                            sram_addr_w = addr_r + 1;
                            output_w = i_sram_data;
                        end
                    endcase
                    fetch_state_w = S_SYNC;   
                end
            end
            S_SYNC: begin   
                if (daclrck_posedge && playing_r) begin
                    if (mode_r == MODE_SLOW_1) begin
                        output_w = interpolated;
                        next_sample_w = i_sram_data;
                    end
                    fetch_state_w = S_WAIT;   
                end
            end
            S_REQUEST: begin   
                if (playing_r) begin
                    if (mode_r != MODE_SLOW_1) sram_addr_w = addr_r;
                    fetch_state_w = S_CAPTURE;
                end
            end
            S_CAPTURE: begin   
                if (playing_r) begin
                    case (mode_r)
                        MODE_FAST: begin
                            curr_sample_w = i_sram_data;
                            output_w = i_sram_data;
                            fetch_state_w = S_WAIT;   
                        end
                        MODE_SLOW_0: begin
                            if (interp_cnt_r == 4'd0) begin
                                curr_sample_w = i_sram_data;
                                output_w = i_sram_data;   
                            end else begin
                                output_w = curr_sample_r;
                            end
                            fetch_state_w = S_WAIT;
                        end
                        MODE_SLOW_1: begin
                            if (interp_cnt_r == 4'd0) begin
                                curr_sample_w = i_sram_data;
                                sram_addr_w = addr_r + 1;   
                                fetch_state_w = S_CAPNEXT;   
                            end else begin
                                output_w = interpolated;
                                fetch_state_w = S_WAIT;
                            end
                        end
                    endcase
                end
            end
            S_CAPNEXT: begin   
                if (playing_r) begin
                    output_w = interpolated;
                    fetch_state_w = S_WAIT;
                end
            end
            S_WAIT: begin   
                next_sample_w = i_sram_data;
                if (daclrck_negedge && playing_r) begin
                    case (mode_r)
                        MODE_FAST: begin
                            addr_w = addr_r + speed_r;
                            sram_addr_w = addr_r + speed_r;
                        end
                        MODE_SLOW_0: begin
                            if (interp_cnt_r >= speed_r - 1) begin
                                interp_cnt_w = 4'd0;
                                addr_w = addr_r + 1;
                                sram_addr_w = addr_r + 1;
                            end else begin
                                interp_cnt_w = interp_cnt_r + 1;
                            end
                        end
                        MODE_SLOW_1: begin
                            if (interp_cnt_r >= speed_r - 1) begin
                                interp_cnt_w = 4'd0;
                                addr_w = addr_r + 1;
                            end else begin
                                interp_cnt_w = interp_cnt_r + 1;
                            end
                        end
                    endcase
                    fetch_state_w = S_REQUEST;   
                end
            end
        endcase
        if (i_pause) begin
            playing_w = 1'b0;
            fetch_state_w = S_IDLE;
        end
        if (i_stop) begin
            addr_w = 0;
            playing_w = 1'b0;
            fetch_state_w = S_IDLE;
        end
		  if (addr_r >= 20'd1023999) begin
				addr_w = 0;
				playing_w = 0;
				fetch_state_w = S_IDLE;
				o_finish_w = 1;
		  end
    end
    assign o_sram_addr = sram_addr_r;
    assign o_dac_data = output_r;
    always_ff @(posedge i_clk or negedge i_rst_n) begin
        if (!i_rst_n) begin
            mode_r <= MODE_FAST;
            speed_r <= 4'd0;
            interp_cnt_r <= 4'd0;
            addr_r <= 20'd0;
            sram_addr_r <= 20'd0;
            curr_sample_r <= 16'd0;
            next_sample_r <= 16'd0;
            output_r <= 16'd0;
            fetch_state_r <= S_IDLE;
            daclrck_prev_r <= 1'b0;
            playing_r <= 1'b0;
			o_finish_r <= 0;
        end else begin
            mode_r <= mode_w;
            speed_r <= speed_w;
            interp_cnt_r <= interp_cnt_w;
            addr_r <= addr_w;
            sram_addr_r <= sram_addr_w;
            curr_sample_r <= curr_sample_w;
            next_sample_r <= next_sample_w;
            output_r <= output_w;
            fetch_state_r <= fetch_state_w;
            daclrck_prev_r <= i_daclrck;
            playing_r <= playing_w;
			o_finish_r <= o_finish_w;
        end
    end
endmodule
</file>
<file path="./run.sh">
#!/bin/bash
# OpenROAD 26Q1-2900-gdf79404cd8, Yosys 0.63+post, stock flow scripts
make -C /OpenROAD-flow-scripts/flow DESIGN_CONFIG=/design/flow/config.mk WORK_HOME=/design/flow/orfs finish
</file>
<file path="./config.mk">
export PLATFORM = sky130hd
export DESIGN_NAME = AudDSP
export DESIGN_NICKNAME = AudDSP
export VERILOG_FILES = /design/flow/design.v
export SDC_FILE = /design/flow/constraint.sdc
export NUM_CORES = 4
export LEC_CHECK = 1
export CORE_UTILIZATION = 50
</file>
<file path="./constraint.sdc">
current_design AudDSP

set clk_period 26.6
set clk_io_pct 0.2

create_clock -name clk0 -period $clk_period [get_ports {i_clk}]

set non_clock_inputs [all_inputs -no_clocks]
set_input_delay [expr $clk_period * $clk_io_pct] -clock clk0 $non_clock_inputs
set_output_delay [expr $clk_period * $clk_io_pct] -clock clk0 [all_outputs]
</file>
==> flow.log <==
[flow] summary of implementation run
[metrics] run status: finished, final reports clean
[metrics] # resized after CTS: 0
[metrics] Setup Crit Path Kind: flip-flop to flip-flop
[metrics] ranking of synthesized cells by instance count: 213 x nor2_1, 208 x nand2_1, 198 x o21ai_0, 177 x a21oi_1, 173 x ha_1
[metrics] number of design rule violations left after detail routing: 0
[metrics] endpoint arrival time on the critical path: 13.10 ns
[metrics] CTS Buffer Depth: 2
[metrics] dominant kind of combinational cell: AND-OR/OR-AND gates
[metrics] share of final-layout standard cells stronger than drive strength 1: 0.0567
[metrics] Mapped Cells: 2343
[metrics] global router's overall resource usage: 0.327
[metrics] Detailed Route Iter0 Violations: 1065
[metrics] number of buffer cells added on primary ports: 65
[metrics] fin crit period: 12.86 ns
[metrics] routability cong.: 1.03
[metrics] number of cells in the yosys synthesis report: 2343
[metrics] FFs w/ async S/R, synth: 1.00
[metrics] root buffer cell: clkbuf_16
[metrics] Layout Skew: 0.00725 ns
[metrics] chip footprint: 0.0370 sq mm
[metrics] share of the clock period used by the worst path after layout: 0.484
[metrics] Detailed Place HPWL: 45300 um
[metrics] Wirelength per Cell: 20.2 um
[metrics] worst reg2reg endpoint: output_r[15]
[metrics] worst min-delay path endpoint: output_r[11]
[metrics] placeable core region: 0.0357 sq mm
[metrics] fraction of synthesized area in multiplexers: 0.0244
[metrics] HP Class: flip-flop to flip-flop
[metrics] initial antenna violation count: 0
[metrics] length of the first detailed-routing pass in iterations: 22
[metrics] synthesis warning total: 1
[metrics] share of the yosys chip area belonging to registers: 0.151
[metrics] dominant cell type by area after synthesis: dfrtp_1
[metrics] first-pass GRT wire length: 89300 um
[metrics] share of synthesized cell area in and, or, nand and nor gates: 0.195
[metrics] Finished Cell Area: 0.0196 sq mm
[metrics] MaxCap Viol Count: 0
[metrics] CTS tree: yes
[metrics] flop and latch count out of synthesis: 109
[metrics] final-layout fill cell count: 3324
[metrics] combinational gate area: 0.0144 sq mm
[metrics] worst-case register-to-register setup slack: 13.74 ns
[metrics] pin count of the biggest net entering global routing: 50
[metrics] H-tree depth: 3
[metrics] number of cells on the worst reg-to-reg path: 41
[metrics] hold depth: 2
[metrics] highest achievable clock rate: 77.7 MHz
[metrics] area of the synthesized netlist per yosys stat: 0.0181 sq mm
[metrics] total I/O pin count: 67
[metrics] endpoint required time on the critical path: 26.84 ns
[metrics] row cnt: 69
[metrics] DIE WIDTH: 192 um
[metrics] pre-placement core utilization: 0.508
[metrics] detailed-route wire length: 56700 um
[metrics] Compound-Gate Fraction of Synth Area: 0.240
[metrics] critical path fanouts, max: 11
[metrics] RSZ-0062 raised after global routing: no
[metrics] sum of negative setup slack: 0 ns
[metrics] Worst Setup Start Kind: flip-flop
[metrics] Top area cell types: dfrtp_1 15%, ha_1 12%, fa_1 10%
[metrics] count of buffers added by post-CTS timing repair for setup: 0
[metrics] measured slew at the worst slew-check pin: 1.00 ns
[metrics] area occupied by registers: 0.00273 sq mm
[metrics] hold path start: output_r[11]
[metrics] count of final setup violators: 0
[metrics] clock buffers created by TritonCTS: 9
[metrics] most common cell in the netlist: nor2_1
[metrics] per-instance average area after synthesis: 7.74 sq um
[metrics] vias in the first global route: 15982
[metrics] start point of the critical path: curr_sample_r[0]
[metrics] P&R area growth vs syn: 7.90%
[metrics] crit end category: flip-flop
[metrics] clk latency of the worst-skew pair: 0.36 ns
[metrics] library cells used by synthesis: 94
[metrics] post-place instance area: 0.0192 sq mm
[metrics] area share of the largest cell type after synthesis: 0.148
[metrics] critical path's largest stage delay: 0.85 ns
[metrics] Post-synth EDFFs: 0
[metrics] clock slew seen by the registers of the worst setup and hold paths: 0.07 ns
[metrics] number of pins exceeding their max-slew limit in the final report: 0
[metrics] Vias: 16741
[metrics] Critical-path top delay cell: nor4_1
[metrics] OpenROAD warning count: 54
[metrics] XORs/XNORs by Area: 0.109
[metrics] relative slew slack: 0.327
[metrics] worst reg2reg path startpoint: curr_sample_r[0]
[metrics] Post-Synth Adder-Cell Area: 0.220
[metrics] number of sinks on the clock net: 109
[metrics] Die Ht: 192 um
[metrics] CTS Hold Buffers Added: 0
[metrics] residual overflow from global routing: 0
[metrics] number of endpoints with negative hold slack in the final report: 0
[metrics] Post-synth top flop: dfrtp_1
[metrics] Worst path most repeated cell: fa_1
[metrics] DRT antenna net count: 0
[metrics] post-synth design cell area: 0.0181 sq mm
[metrics] drt via density: 5.96
[metrics] antenna fix cells: 0
[flip-flops by register name, summed over array words and instances, names as in the netlist]
register / flops
o_finish_r: 1
addr_r: 20
fetch_state_r: 7
speed_r: 4
curr_sample_r: 16
mode_r: 3
interp_cnt_r: 4
next_sample_r: 16
daclrck_prev_r: 1
output_r: 16
playing_r: 1
sram_addr_r: 20
[layer usage]
| metal | track usage | vias up | wire length [um] |
|---|---|---|---|
| met1 | 0.485 | 7948 | 25800 |
| met5 | 0 | - | 0 |
| li1 | - | 8244 | - |
| met4 | 0.0415 | 0 | 890 |
| met3 | 0.114 | 59 | 5490 |
| met2 | 0.484 | 490 | 24500 |
[metrics by stage]
step	setup slack (ns)	cells	hold WS (ns)	util
after detailed placement	13.98	2791	0.468	0.539
after CTS	13.91	2807	0.487	0.548
after global routing	12.90	2807	0.498	0.548
after floorplan	15.41	2343	0.425	-
after global placement	13.98	2791	0.464	0.539
final	13.74	2807	0.478	0.548
[worst max path at each step]
stage | cells past startpoint | slack, ns | end
CTS | 41 | 13.91 | output_r[15]
global route | 41 | 12.90 | output_r[15]
finish | 41 | 13.74 | output_r[15]
[placed cells by master, fill, tap and decap left out, drive strengths merged, types with 7 or more instances in the layout]
master,n
o211ai,23
nor3,52
o31ai,15
nor2b,29
o21bai,18
nand4,16
mux2i,16
inv,170
xor2,69
buf,38
o21ai,202
nand3,52
and2,36
a222oi,16
or2,17
a211oi,24
mux2,25
nand2,208
a21o,45
a21oi,177
ha,173
a221oi,17
clkbuf,9
a31oi,27
xnor2,146
nand3b,7
nor2,214
o21a,17
o22ai,28
or3,13
and3,26
a21boi,9
dfrtp,107
fa,91
nor4,9
nand2b,30
a2111oi,7
clkdlybuf4s50,64
[cell families after synthesis]
kind of cell,count (synthesis)
simple gates,736
compound gates,688
buf+inv,287
fa+ha+maj,264
xor+xnor,218
flops,109
mux,41
[critical path, delay by kind of cell, from the launching register on]
kind            cells  cell delay (ns)
mux                 1             0.41
flops               1             0.40
xor+xnor            5             1.32
simple gates       10             2.63
buf+inv             5             0.89
fa+ha+maj           9             3.65
compound gates     11             3.42
[area by class of cell]
cell class | instances | area share
Multi-Input combinational cell | 1947 | 0.734
Sequential cell | 109 | 0.140
Timing Repair Buffer | 102 | 0.0473
Inverter | 172 | 0.0330
Tap cell | 461 | 0.0295
Clock buffer | 9 | 0.0115
Clock inverter | 7 | 0.00499
