===== /design/flow/run.sh =====
#!/bin/bash
# OpenROAD 26Q1-2900-gdf79404cd8, Yosys 0.63+post, stock flow scripts
make -C /OpenROAD-flow-scripts/flow DESIGN_CONFIG=/design/flow/config.mk WORK_HOME=/design/flow/orfs finish

===== /design/flow/design.v =====
module Rsa256Core (
    input          i_clk,
    input          i_rst,
    input          i_start,
    input  [255:0] i_a,
    input  [255:0] i_d,
    input  [255:0] i_n,
    output [255:0] o_a_pow_d,
    output         o_finished
);
typedef enum logic [2:0] {
    S_IDLE  = 3'd0,
    S_PREP  = 3'd1,
    S_CALC  = 3'd2,
    S_MONT  = 3'd3,
    S_DONE  = 3'd4
} STATE;
STATE state_r, state_w;
logic [255:0] d_r, d_w;
logic [259:0] n_r, n_w;
logic [259:0] m_r, m_w;
logic [259:0] t_r, t_w;
logic [8:0]   bit_counter_r, bit_counter_w;
logic [255:0] result_r, result_w;
logic         finished_r, finished_w;
logic         prep_start;
logic [259:0] prep_result;
logic         prep_done;
logic         mont_start;
logic [259:0] mont_a, mont_b;
logic [259:0] mont_result;
logic         mont_done;
logic         need_m_mult_r, need_m_mult_w;
RsaPrep prep_inst (
    .i_clk(i_clk),
    .i_rst(i_rst),
    .i_start(prep_start),
    .i_y(i_a),
    .i_n(n_r),
    .o_result(prep_result),
    .o_finished(prep_done)
);
RsaMont mont_inst (
    .i_clk(i_clk),
    .i_rst(i_rst),
    .i_start(mont_start),
    .i_a(mont_a),
    .i_b(mont_b),
    .i_n(n_r),
    .o_result(mont_result),
    .o_finished(mont_done)
);
assign o_a_pow_d = result_r;
assign o_finished = finished_r;
always_comb begin
    state_w = state_r;
    d_w = d_r;
    n_w = n_r;
    m_w = m_r;
    t_w = t_r;
    bit_counter_w = bit_counter_r;
    result_w = result_r;
    finished_w = 1'b0;
    need_m_mult_w = need_m_mult_r;
    prep_start = 1'b0;
    mont_start = 1'b0;
    mont_a = 260'd0;
    mont_b = 260'd0;
    case (state_r)
        S_IDLE: begin
            if (i_start) begin
                d_w = i_d;
                n_w = {4'd0, i_n};
                m_w = 260'd1;
                bit_counter_w = 9'd0;
                prep_start = 1'b1;
                state_w = S_PREP;
            end
        end
        S_PREP: begin
            if (prep_done) begin
                t_w = prep_result;
                state_w = S_CALC;
            end
        end
        S_CALC: begin
            if (bit_counter_r < 9'd256) begin
                if (d_r[bit_counter_r] == 1'b1) begin
                    need_m_mult_w = 1'b1;
                    mont_a = m_r;
                    mont_b = t_r;
                end
                else begin
                    need_m_mult_w = 1'b0;
                    mont_a = t_r;
                    mont_b = t_r;
                end
                mont_start = 1'b1;
                state_w = S_MONT;
            end
            else begin
                result_w = m_r[255:0];
                state_w = S_DONE;
            end
        end
        S_MONT: begin
            if (mont_done) begin
                if (need_m_mult_r) begin
                    m_w = mont_result;
                    mont_a = t_r;
                    mont_b = t_r;
                    mont_start = 1'b1;
                    need_m_mult_w = 1'b0;
                end
                else begin
                    t_w = mont_result;
                    bit_counter_w = bit_counter_r + 9'd1;
                    state_w = S_CALC;
                end
            end
        end
        S_DONE: begin
            finished_w = 1'b1;
            state_w = S_IDLE;
        end
        default: begin
            state_w = S_IDLE;
        end
    endcase
end
always_ff @(posedge i_clk or posedge i_rst) begin
    if (i_rst) begin
        state_r       <= S_IDLE;
        d_r           <= 256'd0;
        n_r           <= 260'd0;
        m_r           <= 260'd1;
        t_r           <= 260'd0;
        bit_counter_r <= 9'd0;
        result_r      <= 256'd0;
        finished_r    <= 1'b0;
        need_m_mult_r <= 1'b0;
    end
    else begin
        state_r       <= state_w;
        d_r           <= d_w;
        n_r           <= n_w;
        m_r           <= m_w;
        t_r           <= t_w;
        bit_counter_r <= bit_counter_w;
        result_r      <= result_w;
        finished_r    <= finished_w;
        need_m_mult_r <= need_m_mult_w;
    end
end
endmodule
module RsaMont (
    input i_clk,
    input i_rst,
    input i_start,
    input [259:0] i_a,
    input [259:0] i_b,
    input [259:0] i_n,
    output [259:0] o_result,
    output o_finished
);
typedef enum logic [1:0] {
    S_IDLE   = 2'd0,
    S_CALC   = 2'd1,
    S_REDUCE = 2'd2,
    S_DONE   = 2'd3
} STATE;
STATE state_r, state_w;
logic [259:0] m_r, m_w;
logic [259:0] a_r, a_w;
logic [259:0] b_r, b_w;
logic [259:0] n_r, n_w;
logic [8:0]   counter_r, counter_w;
logic         finished_r, finished_w;
assign o_result = m_r;
assign o_finished = finished_r;
always_comb begin
    state_w = state_r;
    m_w = m_r;
    a_w = a_r;
    b_w = b_r;
    n_w = n_r;
    counter_w = counter_r;
    finished_w = 1'b0;
    case (state_r)
        S_IDLE: begin
            if (i_start) begin
                m_w = 260'd0;
                a_w = i_a;
                b_w = i_b;
                n_w = i_n;
                counter_w = 9'd0;
                state_w = S_CALC;
            end
        end
        S_CALC: begin
            if (counter_r < 9'd256) begin
                if (a_r[counter_r] == 1'b1) begin
                    if (m_r[0] ^ b_r[0])
                        m_w = (m_r + b_r + n_r) >> 1;
                    else 
                        m_w = (m_r + b_r) >> 1;
                end
                else begin
                    if (m_r[0] == 1'b1) 
                        m_w = (m_r + n_r) >> 1;
                    else 
                        m_w = m_r >> 1;
                end
                counter_w = counter_r + 9'd1;
            end
            else begin
                state_w = S_REDUCE;
            end
        end
        S_REDUCE: begin
            if (m_r >= n_r) begin
                m_w = m_r - n_r;
            end
            state_w = S_DONE;
        end
        S_DONE: begin
            finished_w = 1'b1;
            state_w = S_IDLE;
        end
        default: begin
            state_w = S_IDLE;
        end
    endcase
end
always_ff @(posedge i_clk or posedge i_rst) begin
    if (i_rst) begin
        state_r    <= S_IDLE;
        m_r        <= 260'd0;
        a_r        <= 260'd0;
        b_r        <= 260'd0;
        n_r        <= 260'd0;
        counter_r  <= 9'd0;
        finished_r <= 1'b0;
    end
    else begin
        state_r    <= state_w;
        m_r        <= m_w;
        a_r        <= a_w;
        b_r        <= b_w;
        n_r        <= n_w;
        counter_r  <= counter_w;
        finished_r <= finished_w;
    end
end
endmodule
module RsaPrep (
    input i_clk,
    input i_rst,
    input i_start,
    input [255:0] i_y,
    input [259:0] i_n,
    output [259:0] o_result,
    output o_finished
);
typedef enum logic [2:0] {
    S_IDLE   = 3'd0,
    S_REDUCE = 3'd1,
    S_DOUBLE = 3'd2,
    S_FINAL  = 3'd3,
    S_DONE   = 3'd4
} STATE;
STATE state_r, state_w;
logic [259:0] x_r, x_w;
logic [259:0] t_r, t_w;
logic [8:0]   counter_r, counter_w;
logic         finished_r, finished_w;
assign o_result = t_r;
assign o_finished = finished_r;
always_comb begin
    state_w = state_r;
    x_w = x_r;
    t_w = t_r;
    counter_w = counter_r;
    finished_w = finished_r;
    case (state_r)
        S_IDLE: begin
            finished_w = 1'b0;
            if (i_start) begin
                x_w = {4'd0, i_y};
                t_w = 260'd0;
                counter_w = 9'd0;
                state_w = S_REDUCE;
            end
        end
        S_REDUCE: begin
            if (x_r >= i_n) begin
                x_w = x_r - i_n;
            end
            else if (counter_r == 9'd256) begin
                state_w = S_FINAL;
            end
            else begin
                state_w = S_DOUBLE;
            end
        end
        S_DOUBLE: begin
            if (x_r + x_r >= i_n)
                x_w = x_r + x_r - i_n;
            else
                x_w = x_r + x_r;
            counter_w = counter_r + 9'd1;
            state_w = S_REDUCE;
        end
        S_FINAL: begin
            if (x_r >= i_n)
                t_w = x_r - i_n;
            else
                t_w = x_r;
            state_w = S_DONE;
        end
        S_DONE: begin
            finished_w = 1'b1;
            state_w = S_IDLE;
        end
        default: begin
            state_w = S_IDLE;
        end
    endcase
end
always_ff @(posedge i_clk or posedge i_rst) begin
    if (i_rst) begin
        state_r    <= S_IDLE;
        x_r        <= 260'd0;
        t_r        <= 260'd0;
        counter_r  <= 9'd0;
        finished_r <= 1'b0;
    end
    else begin
        state_r    <= state_w;
        x_r        <= x_w;
        t_r        <= t_w;
        counter_r  <= counter_w;
        finished_r <= finished_w;
    end
end
endmodule
module Rsa256Wrapper (
    input         avm_rst,
    input         avm_clk,
    output  [4:0] avm_address,
    output        avm_read,
    input  [31:0] avm_readdata,
    output        avm_write,
    output [31:0] avm_writedata,
    input         avm_waitrequest
);
localparam RX_BASE     = 0*4;
localparam TX_BASE     = 1*4;
localparam STATUS_BASE = 2*4;
localparam TX_OK_BIT   = 6;
localparam RX_OK_BIT   = 7;
localparam S_GET_KEY = 0;
localparam S_GET_DATA = 1;
localparam S_WAIT_CALCULATE = 2;
localparam S_SEND_DATA = 3;
logic [255:0] n_r, n_w, d_r, d_w, enc_r, enc_w, dec_r, dec_w;
logic [1:0] state_r, state_w;
logic [6:0] bytes_counter_r, bytes_counter_w;
logic [4:0] avm_address_r, avm_address_w;
logic avm_read_r, avm_read_w, avm_write_r, avm_write_w;
logic rsa_start_r, rsa_start_w;
logic rsa_finished;
logic [255:0] rsa_dec;
logic rx_ready, tx_ready;
logic bus_ready;
assign bus_ready = !avm_waitrequest;
assign rx_ready = avm_readdata[RX_OK_BIT];
assign tx_ready = avm_readdata[TX_OK_BIT];
assign avm_address = avm_address_r;
assign avm_read = avm_read_r;
assign avm_write = avm_write_r;
assign avm_writedata = {24'b0, dec_r[255:248]};
Rsa256Core rsa256_core(
    .i_clk(avm_clk),
    .i_rst(avm_rst),
    .i_start(rsa_start_r),
    .i_a(enc_r),
    .i_d(d_r),
    .i_n(n_r),
    .o_a_pow_d(rsa_dec),
    .o_finished(rsa_finished)
);
task StartRead;
    input [4:0] addr;
    begin
        avm_read_w = 1;
        avm_write_w = 0;
        avm_address_w = addr;
    end
endtask
task StartWrite;
    input [4:0] addr;
    begin
        avm_read_w = 0;
        avm_write_w = 1;
        avm_address_w = addr;
    end
endtask
task CheckStatus;
    begin
        avm_read_w = 1;
        avm_write_w = 0;
        avm_address_w = STATUS_BASE;
    end
endtask
always_comb begin
    n_w = n_r;
    d_w = d_r;
    enc_w = enc_r;
    dec_w = dec_r;
    state_w = state_r;
    bytes_counter_w = bytes_counter_r;
    avm_address_w = avm_address_r;
    avm_read_w = avm_read_r;
    avm_write_w = avm_write_r;
    rsa_start_w = rsa_start_r;
    case (state_r)
        S_GET_KEY: begin
            if (bus_ready) begin
                if (avm_address_r == STATUS_BASE) begin
                    if (rx_ready) begin
                        StartRead(RX_BASE);
                    end
                end 
                else if (avm_address_r == RX_BASE) begin
                    if (bytes_counter_r >= 32) begin
                        n_w = {n_r[247:0], avm_readdata[7:0]};
                    end else begin
                        d_w = {d_r[247:0], avm_readdata[7:0]};
                    end
                    bytes_counter_w = bytes_counter_r - 1'b1;
                    if (bytes_counter_r == 0) begin
                        state_w = S_GET_DATA;
                        bytes_counter_w = 31;
                    end
                    CheckStatus();
                end
            end
        end
        S_GET_DATA: begin
            if (bus_ready) begin
                if (avm_address_r == STATUS_BASE) begin
                    if (rx_ready) begin
                        StartRead(RX_BASE);
                    end
                end 
                else if (avm_address_r == RX_BASE) begin
                    enc_w = {enc_r[247:0], avm_readdata[7:0]};
                    bytes_counter_w = bytes_counter_r - 1'b1;
                    if (bytes_counter_r == 0) begin
                        state_w = S_WAIT_CALCULATE;
                        rsa_start_w = 1'b1;
                        avm_read_w = 1'b0;
                        avm_write_w = 1'b0;
                    end else begin
                        CheckStatus();
                    end
                end
            end
        end
        S_WAIT_CALCULATE: begin
            rsa_start_w = 1'b0;
            avm_read_w = 1'b0;
            avm_write_w = 1'b0;
            if (rsa_finished) begin
                dec_w = rsa_dec << 8;   
                state_w = S_SEND_DATA;
                bytes_counter_w = 30;   
                CheckStatus();
            end
        end
        S_SEND_DATA: begin
            if (bus_ready) begin
                if (avm_address_r == STATUS_BASE) begin
                    if (tx_ready) begin
                        StartWrite(TX_BASE);
                    end
                end 
                else if (avm_address_r == TX_BASE) begin
                    dec_w = dec_r << 8;   
                    if (bytes_counter_r == 0) begin   
                        state_w = S_GET_DATA;
                        bytes_counter_w = 31;
                        CheckStatus();
                    end else begin
                        bytes_counter_w = bytes_counter_r - 1'b1;
                        CheckStatus();
                    end
                end
            end
        end
        default: begin
            state_w = S_GET_KEY;
            avm_read_w = 1'b0;
            avm_write_w = 1'b0;
        end
    endcase
end
always_ff @(posedge avm_clk or posedge avm_rst) begin
    if (avm_rst) begin
        n_r <= 0;
        d_r <= 0;
        enc_r <= 0;
        dec_r <= 0;
        avm_address_r <= STATUS_BASE;
        avm_read_r <= 1;
        avm_write_r <= 0;
        state_r <= S_GET_KEY;
        bytes_counter_r <= 63;
        rsa_start_r <= 0;
    end else begin
        n_r <= n_w;
        d_r <= d_w;
        enc_r <= enc_w;
        dec_r <= dec_w;
        avm_address_r <= avm_address_w;
        avm_read_r <= avm_read_w;
        avm_write_r <= avm_write_w;
        state_r <= state_w;
        bytes_counter_r <= bytes_counter_w;
        rsa_start_r <= rsa_start_w;
    end
end
endmodule

===== /design/flow/constraint.sdc =====
current_design Rsa256Wrapper

set clk_period 151.1
set clk_io_pct 0.2

create_clock -name clk0 -period $clk_period [get_ports {avm_clk}]

set non_clock_inputs [all_inputs -no_clocks]
set_input_delay [expr $clk_period * $clk_io_pct] -clock clk0 $non_clock_inputs
set_output_delay [expr $clk_period * $clk_io_pct] -clock clk0 [all_outputs]

===== /design/flow/config.mk =====
export PLATFORM = sky130hd
export DESIGN_NAME = Rsa256Wrapper
export DESIGN_NICKNAME = Rsa256Wrapper
export VERILOG_FILES = /design/flow/design.v
export SDC_FILE = /design/flow/constraint.sdc
export NUM_CORES = 4
export LEC_CHECK = 1
export CORE_UTILIZATION = 30

==> qor.yml <==
clocking:
  holdBufCountCts: 0
  numCtsBuffers: 442
  h-tree-depth: 5
  clkSlewWorstSetupHoldPaths_ns: 0.06
  clk_latency_ns: 1.08
  cts_setup_buffers: 0
  root_buffer: "clkbuf_16"
  clock_path_buffers: 4
  cts_tree: "yes"
  ctsResizeCount: 0
  cts_sinks: 3913
timing:
  hold_viol_final: 0
  worst_pin_slew_ns: 1.61
  rsz0062_at_grt: "false"
  slew_headroom_pct: -10.3
  setup_viol: 0
  max_freq_mhz: 28.2
  fin_crit_sh_pct: 23.5
  final.setup_skew_ns: 0.0973
  finalMaxSlewViolations: 2
  layout_min_cycle_time_ns: 35.52
  setup_tns_ns: 0
  holdWs_ns: 0.459
worst_hold_path:
  hold_start: "rsa256_core.prep_inst.state_r[1]"
  hold_depth: 1
  holdPathEnd: "rsa256_core.prep_inst.finished_r"
  hold_path.class: "reg -> reg"
worst_setup_path:
  endpoint_kind: "asynchronous set/reset pin"
  r2r-start: "rsa256_core.mont_inst.m_r[6]"
  required_ns: 152.23
  reg2reg_to: "rsa256_core.mont_inst.m_r[254]"
  worstPathMaxFanout: 126
  rrSetupSlack_ns: 137.21
  startpoint_type: "primary input"
  arrival_ns: 36.65
  crit_type: "in -> async"
  worst-r2r-cell-count: 42
status:
  status: "complete, but fails checks"
  violations: "max-capacitance violations, max-slew violations"
synthesis:
  yosysWarnings: 4
  avgSynthCellArea_um2: 8.20
  synth_cell_type_count: 115
  ys_seq_share_pct: 35.6
  synth_flop_count: 3913
  synth_chip_area_um2: 275000
  synth_stat.cells: 33600
  syn_inst: 33600
  edf_count: 0
  syn_area_um2: 275000
  synth_top_flop_cell: "dfrtp_1"
  async_flop_share_pct: 100
detailed_routing:
  firstDrtPassIters: 8
  ant_nets: 0
  routedWlPerCell_um: 31.1
  drtIter0Drc: 26000
  wirelength_um: 1420000
  vias_per_cell: 5.77
  dr_total_vias: 263000
  drcViolationCount: 0
global_route:
  grt_first_pass_wirelength_um: 1980000
  grt_pass1_vias: 254000
  antenna_found_initial: 130
  overflow: 0
  grt_start_max_net_pins: 156
  track_usage_pct: 30.8
layout:
  nFillCells: 94400
  final_cells: 45500
  drive_above_1_share_pct: 9.50
  syn2layout_area_growth_pct: 11.1
  comb_area_um2: 165000
  seqCellArea_um2: 98000
placed_design:
  numPortBuffers: 22
  dp_cells: 44600
  post-dp-hpwl_um: 1170000
  gp_congestion: 1.10
floorplan:
  die_w_um: 960
  row_count: 351
  core_area_um2: 914000
  die-area_um2: 922000
  die_height_um: 960
  io_pins: 74
  initial_utilization_pct: 30.1
pwr:
  powerDensity_nw_per_um2: 7.45
  vdd.ir_drop.worst_uv: 10.7
  power_mw: 2.28
  p_leak_nw: 142
run:
  maxCapViolCount: 1
  warning_count: 369
[worst max-delay path, cell delays in order]
cell,delay (ns)
clkdlybuf4s50_1,0.52
inv_8,0.41
buf_4,0.64
buf_4,0.79
buf_4,0.52
buf_12,0.48
buf_4,0.71
buf_4,0.69
buf_4,0.58
buf_4,0.52
[layer usage]
metal	track usage (%)	part of all wire, %
met5	0.648	0.10
met4	10.4	4.4
met3	10.3	9.9
met2	42.9	41
met1	45.3	45
[synthesized netlist by cell type (all sizes together), types with 449 or more instances]
cell    number  area, µm²
inv       1230       4620
nor2      2481       9330
o21ai     3851      19300
a21oi     3234      16200
o21bai     509       3820
a31oi      520       3270
dfrtp     3900      97600
mux2      1042      11700
ha        1544      19300
mux2i      453       4530
a22oi      449       3380
nand2     5663      21300
nand4      683       4270
clkbuf    1761       6610
xnor2     1107       9700
[layout make-up]
cell class	instances	area share (%)
antenna	97	0.0793
clock buffer	597	4.13
clock inverter	221	0.929
inverter	1236	1.53
multi-input combinational	26400	54.0
sequential	3913	32.0
tap	12200	4.98
timing repair buffer	894	2.28
[metrics by stage]
| stage | setup slack (ns) | utilization (%) | instance area, µm² |
|---|---|---|---|
| global placement | 114.39 | 31.7 | 290000 |
| detailed placement | 114.35 | 31.7 | 290000 |
| CTS | 115.45 | 33.4 | 306000 |
| global route | 114.78 | 33.4 | 306000 |
| floorplan | 10.18 | - | 276000 |
| finish | 115.58 | 33.5 | 306000 |
[state kept, by name (all words and copies together), names as in the netlist, 260 cells and up]
| signal | count |
|---|---|
| rsa256_core.prep_inst.x_r | 260 |
| rsa256_core.mont_inst.b_r | 260 |
| rsa256_core.mont_inst.a_r | 260 |
| rsa256_core.prep_inst.t_r | 260 |
| rsa256_core.t_r | 260 |
| rsa256_core.m_r | 260 |
| rsa256_core.mont_inst.m_r | 260 |
[cell families after synthesis]
| logic type | share of synthesized area, % |
|---|---|
| DFF | 35.6 |
| xor gates and xnor gates | 4.82 |
| AOI/OAI and AO/OA | 24.3 |
| adders and majority gates | 7.06 |
| other | 0.00136 |
| muxes | 7.30 |
| and+or+nand+nor | 16.4 |
| buffers and inverters | 4.60 |
[layout by cell type (no fill, tap or decap), types with 518 or more instances in the layout]
master / instances
xnor2_1: 1107
a21oi_1: 3226
nand4_1: 683
ha_1: 1543
mux2_2: 1041
nor2_1: 2461
nand2_1: 5653
buf_4: 855
a31oi_1: 518
o21ai_0: 3673
inv_1: 1220
dfrtp_1: 3887
[power breakdown]
part / total (mW) / internal, mW / switching [mW]
sequential: 1.06 / 1.05 / 0.00495
combinational: 0.0669 / 0.0172 / 0.0496
clock: 1.16 / 0.662 / 0.494
total: 2.28 / 1.73 / 0.548
[worst max-delay path by stage]
stage / from / to / slack (ns) / cells after the start
finish: avm_rst / rsa256_core.t_r[173] / 115.58 / 10
global route: avm_rst / rsa256_core.m_r[162] / 114.78 / 10
CTS: avm_rst / rsa256_core.m_r[161] / 115.45 / 10
Power figures rest on the tool's default switching activity, not on a simulated workload.
